===== flow/config.mk =====
export PLATFORM = sky130hd
export DESIGN_NAME = rotary_conveyor
export DESIGN_NICKNAME = rotary_conveyor
export VERILOG_FILES = /design/flow/design.v
export SDC_FILE = /design/flow/constraint.sdc
export NUM_CORES = 4
export LEC_CHECK = 1
export CORE_UTILIZATION = 40

===== flow/constraint.sdc =====
current_design rotary_conveyor

set clk_period 9.1
set clk_io_pct 0.2

create_clock -name clk0 -period $clk_period [get_ports {clk}]

set non_clock_inputs [all_inputs -no_clocks]
set_input_delay [expr $clk_period * $clk_io_pct] -clock clk0 $non_clock_inputs
set_output_delay [expr $clk_period * $clk_io_pct] -clock clk0 [all_outputs]

===== flow/design.v =====
module rotary_conveyorStep (
    input wire[1:0] data_prev,
    output wire prev_move,
    output reg[1:0] data = 2'b0,
    input wire next_move,
    input wire clk
);
    assign prev_move = next_move || !(|data);
    always @(posedge clk) begin
        if (prev_move) begin
            data <= data_prev;
        end
    end
endmodule
module rotary_conveyorLoader #(
    parameter DATA = 2'b00
) (
    input wire[1:0] data_prev,
    output wire prev_move,
    output reg[1:0] data = 2'b0,
    input wire next_move,
    input wire clk,
    input wire set
);
    reg transact = 1'b0;
    assign prev_move = next_move || !(|data);
    always @(posedge clk) begin
        if (!transact && set) begin
            transact <= 1'b1;
        end
        if (prev_move) begin
            if (|data_prev) begin
                data <= data_prev;
            end else begin
                if (transact) begin
                    data <= DATA;
                    transact <= 1'b0;
                end else begin
                    data <= data_prev;
                end
            end
        end
    end
endmodule
module rotary_conveyor (
    input wire clk,
    output wire[1:0] data,
    input wire data_next,
    input wire[2:0] set
);
    wire[1:0] data_bus [31:0];
    wire move_bus [31:0];
    genvar i;
    generate
        for (i=1; i < 32; i=i+1) begin
            rotary_conveyorStep step_inst (
                .data(data_bus[i]),
                .data_prev(data_bus[i-1]),
                .next_move(move_bus[i]),
                .prev_move(move_bus[i-1]),
                .clk(clk)
            );
        end
    endgenerate
    assign move_bus[31] = data_next;
    assign data = data_bus[31];
    wire[1:0] data_cw_btn;
    wire move_btn_cw;
    rotary_conveyorLoader #(
        .DATA(2'b11)
    ) ldr_btn (
        .data(data_bus[0]),
        .data_prev(data_cw_btn),
        .next_move(move_bus[0]),
        .prev_move(move_btn_cw),
        .clk(clk),
        .set(set[2])
    );
    wire[1:0] data_ccw_cw;
    wire move_cw_ccw;
    rotary_conveyorLoader #(
        .DATA(2'b10)
    ) ldr_cw (
        .data(data_cw_btn),
        .data_prev(data_ccw_cw),
        .prev_move(move_cw_ccw),
        .next_move(move_btn_cw),
        .clk(clk),
        .set(set[1])
    );
    rotary_conveyorLoader #(
        .DATA(2'b01)
    ) ldr_ccw (
        .data(data_ccw_cw),
        .data_prev(2'b00),
        .next_move(move_cw_ccw),
        .clk(clk),
        .set(set[0])
    );
endmodule

===== flow/run.sh =====
#!/bin/bash
# OpenROAD 26Q1-2900-gdf79404cd8, Yosys 0.63+post, stock flow scripts
make -C /OpenROAD-flow-scripts/flow DESIGN_CONFIG=/design/flow/config.mk WORK_HOME=/design/flow/orfs finish

==> metrics.cfg <==
[timing]
slew_violations = 0
setup_tns_ns = 0
setup_viol = 0
max_freq_mhz = 253.4
timing.slew.headroom_pct = 66.24
fin_skew_ns = 0.008640
finalCriticalPeriod_ns = 3.947
worst_slew_pin_slew_ns = 0.5018
hold_viol_final = 0
min_period_over_period_pct = 43.37
fin_ws_ns = 5.153
grt_setup_unrepaired = false

[status]
status = finished clean

[clock_network]
clk_path_buf_depth = 2
clkSinkCount = 70
cts_setup_buffers = 0
ctsResizeCount = 0
htreeDepth = 3
numCtsBuffers = 9
insertion_delay_ns = 0.34
cts_tree = built
clk_pin_slew_ns = 0.08
cts-hold-fix-buffers = 0
root_buffer = clkbuf_8

[drt]
drtIter0Drc = 45
wl_um = 3564
insertedDiodeCount = 0
drc = 0
dr.pass1.iters = 4
wl_per_cell_um = 14.03
viasPerCell = 5.366
vias = 1363
final_antenna_net_count = 0

[logic_synthesis]
ys.flops = 70
ys_cells = 157
ys_seq_share_pct = 80.12
syn_area_per_cell_sq_um = 16.47
adder_share_pct = 0
ys_sh_simple_pct = 10.06
synth_area_sq_um = 2586
synth.cellmix.compoundShare_pct = 8.370
yosys_area_sq_um = 2586
ys_warn_count = 5
synth_cell_type_count = 32
ys_sh_mux_pct = 0
synth_cells = 157
synth.logic.top_family = simple AND/OR/NAND/NOR gates
synth-xor-area-share_pct = 0

[global_route]
grt_max_degree = 15
globalRouteTotalUtil_pct = 12.80
grt_pass1_wl_um = 6009
grt_overflow = 0
grt_pass1_vias = 1339
antenna_found_initial = 0

[placed_design]
dp_hpwl_um = 2446
dp_slack_ns = 4.807
finalWeightedCongestion = 0.7807
port_buffers = 6

[final_layout]
fillers = 493
drive_above_1_share_pct = 15.08
syn2layout_area_growth_pct = 13.01

[worst_setup_path]
r2r-end = genblk1[1].step_inst.data[1]
required_ns = 9.15
crit_arrival_ns = 4.00
r2r_slack_ns = 6.68
cp-start-kind = input port
ff2ff_path_depth = 5
critPathMaxFanout = 7
crit_path_end_kind = flop
crit_type = in2reg
r2r-start = genblk1[27].step_inst.data[1]

[floorplanning]
die_width_um = 82.41
rows = 28
initial_core_util_pct = 42.67
num_io_pins = 7
coreArea_sq_um = 6061
die_y_um = 82.41
dieArea_sq_um = 6791

[pwr]
p_leak_uw = 0.0009587
peakVddDrop_uv = 139.9
p_per_area_nw_per_um2 = 344.9

[job]
warning_count = 25
drv_cap = 0

[hold_path]
min_from = genblk1[19].step_inst.data[1]
hold_depth = 0
min_to = genblk1[20].step_inst.data[1]
hp-class = reg2reg

-- flip-flops by register name, indices dropped and copies added (netlist names) --
| register | count |
|---|---|
| ldr_cw.data | 2 |
| ldr_cw.transact | 1 |
| genblk1.step_inst.data | 62 |
| ldr_btn.transact | 1 |
| ldr_btn.data | 2 |
| ldr_ccw.transact | 1 |
| ldr_ccw.data | 1 |
-- routing by layer --
| layer | routed length (um) | GRT usage, % |
|---|---|---|
| met2 | 1486 | 16.03 |
| met4 | 94 | 3.158 |
| met3 | 294 | 6.577 |
| met5 | 0 | 0 |
| met1 | 1689 | 21.78 |
-- final cells by class --
type	instances	area (sq um)	share of cell area (%)
flip-flops and latches	70	2072	70.89
clock inverters	7	58.81	2.012
well taps	75	93.84	3.211
clock buffers	9	123.9	4.238
inverters	10	37.54	1.284
repair buffers	6	60.06	2.055
multi-input cells	77	476.7	16.31
-- power breakdown --
part	switching (uW)	internal [uW]
registers	88.5	541
clock network	119	102
logic	94.6	62.3
total	303	706
-- cell usage after synthesis, drive strengths merged --
master   n  area [sq um]
o22ai    9         62.56
dfxtp    3         60.06
inv     10         37.54
or2      3         18.77
o221ai   1         8.760
nand4b   1         8.760
a21oi    1         5.000
nand2    7         33.78
nor2b    1         6.260
nor3     4         20.02
o211ai   3         22.52
a21o     1         7.510
nand3    1         5.000
o21bai   2         26.28
o22a     2         17.52
nor4     4         40.04
or4      3         27.53
or3      3         22.52
nand4    1         6.260
nand3b   1         7.510
edfxtp  67          2012
o21ai    9         45.04
o21a     2         15.01
a31oi    1         6.260
nor2    17         63.81
-- cell usage in the layout, fill, tap and decap left out, types with 4 or more instances in the layout --
cell type | netlist | final
inv_1 | 10 | 10
clkdlybuf4s50_1 | 0 | 6
nor2_1 | 17 | 17
nand2_1 | 6 | 6
o21ai_0 | 9 | 9
edfxtp_1 | 67 | 67
clkbuf_8 | 0 | 9
nor3_1 | 4 | 4
o22ai_1 | 8 | 8
-- worst max-delay path: stages --
cell and delay, ns:
clkdlybuf4s50_1 0.40, o21bai_4 0.20, nor4_4 0.46, nand3_1 0.29, nor4_1 0.54, o221ai_1 0.27
-- kinds of logic after synthesis --
kind of cell           Yosys count
buffers and inverters           10
DFF                             70
AOI/OAI and AO/OA               31
and+or+nand+nor                 46
-- how the worst max path moves through the flow --
| stage | start | endpoint | depth (start not counted) |
|---|---|---|---|
| CTS | data_next | genblk1[1].step_inst.data[0] | 6 |
| global route | data_next | genblk1[1].step_inst.data[1] | 6 |
| finish | data_next | genblk1[1].step_inst.data[1] | 6 |
-- through the flow --
step | power (uW) | hold slack, ns | util [%] | std cells | instance area [sq um]
2_1_floorplan | 723.3 | 0.4268 | - | 157 | 2586
3_3_place_gp | 782.0 | 0.4305 | 45.21 | 238 | 2740
3_5_place_dp | 790.9 | 0.4338 | 45.21 | 238 | 2740
4_1_cts | 1017 | 0.4481 | 48.22 | 254 | 2923
5_1_grt | 1072 | 0.4599 | 48.22 | 254 | 2923
6_report | 1008 | 0.4496 | 48.22 | 254 | 2923
Power is estimated from default activity; no workload was simulated.
