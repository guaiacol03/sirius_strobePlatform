<file path="config.mk">
export PLATFORM = sky130hd
export DESIGN_NAME = SPI_imageMask
export DESIGN_NICKNAME = SPI_imageMask
export VERILOG_FILES = /design/flow/design.v
export SDC_FILE = /design/flow/constraint.sdc
export NUM_CORES = 4
export LEC_CHECK = 1
export CORE_UTILIZATION = 50
</file>
<file path="constraint.sdc">
current_design SPI_imageMask

set clk_period 26.4
set clk_io_pct 0.2

create_clock -name clk0 -period $clk_period [get_ports {clk}]
create_clock -name clk1 -period $clk_period [get_ports {div_clk}]

set non_clock_inputs [all_inputs -no_clocks]
set_input_delay [expr $clk_period * $clk_io_pct] -clock clk0 $non_clock_inputs
set_output_delay [expr $clk_period * $clk_io_pct] -clock clk0 [all_outputs]
</file>
<file path="design.v">
module SPI_imageMask (
    input wire clk,
    input wire ena,
    input wire[63:0] ctrl,
    input wire[7:0] I_addr,
    input wire[63:0] I_data,
    output reg[63:0] O_data,
    input wire div_clk
);
wire[1:0] bank = I_addr[7:6];
wire[5:0] pos = I_addr[5:0];
wire ctrl_ena = &ctrl[7:0];
wire[15:0] ctrl_div1 = ctrl[55:40];
reg[15:0] div1 = 16'b0;
wire[15:0] ctrl_div2 = ctrl[39:24];
reg[15:0] div2 = 16'b0;
reg div_result = 1'b0;
always @(posedge div_clk) begin
    div1 <= (div1 >= ctrl_div1) ? 16'b0 : (div1 + 16'b1);
    div2 <= (div2 >= ctrl_div2) ? 16'b0 : (div2 + (div1 >= ctrl_div1));
    div_result <= div2 >= ctrl_div2;
end
reg frame_state = 16'b0;
always @(posedge div_result) begin
    frame_state <= ~frame_state;
end
reg[63:0] buffer_always = 64'b0;
reg[63:0] buffer_never = 64'b0;
always @(posedge clk) begin
    if (ena) begin
        if (ctrl_ena) begin 
            if (bank < 2'b10) begin
                O_data <= 64'b0;
                if (bank == 2'b00) begin
                    buffer_always <= I_data;
                end else begin
                    buffer_never <= I_data;
                end
            end else begin
                if (bank == 2'b10) begin
                    O_data <= (buffer_always | (I_data ^ {64{frame_state}})) & (~buffer_never);
                end else begin
                    O_data <= 64'b0;
                end
            end
        end else begin
            O_data <= I_data;
        end
    end
end
endmodule
</file>
<file path="run.sh">
#!/bin/bash
# OpenROAD 26Q1-2900-gdf79404cd8, Yosys 0.63+post, stock flow scripts
make -C /OpenROAD-flow-scripts/flow DESIGN_CONFIG=/design/flow/config.mk WORK_HOME=/design/flow/orfs finish
</file>
==> impl_metrics.env <==
# yosys + openroad results
export IMPL_power_switching_uw=170
export IMPL_async_flop_share_pct=0
export IMPL_maxSlewHeadroom_pct=46.0
export IMPL_p_per_area_nw_per_um2=61.3
export IMPL_netlist_area_um2=10100
export IMPL_timing_final_ws_setup_ns=17.75
export IMPL_cts_setup_buffers=0
export IMPL_slew_violations=0
export IMPL_place_ws_ns=17.41
export IMPL_yosys_warnings=1
export IMPL_drtPass1Iterations=4
export IMPL_vias=6993
export IMPL_hold_violations=0
export IMPL_crit_type="in -> reg"
export IMPL_pin_count=203
export IMPL_grt_antenna_before_repair=2
export IMPL_clock_skew_ns=0.00433
export IMPL_ys_dominant_reg_cell="edfxtp_1"
export IMPL_gp_congestion=0.796
export IMPL_grt_overflow=0
export IMPL_chipHeight_um=144
export IMPL_core_um2=19700
export IMPL_holdPathStages=2
export IMPL_cts_tree="yes"
export IMPL_vias_per_cell=5.25
export IMPL_unclocked_regs=1
export IMPL_setup_viol=0
export IMPL_syn_avg_cell_area_um2=11.4
export IMPL_drt_first_iter_violations=409
export IMPL_post_drt_wl_per_cell_um=15.3
export IMPL_untimed_endpoints=1
export IMPL_rsz0062_at_grt="false"
export IMPL_status="complete, no violations"
export IMPL_switching_share_pct=21.6
export IMPL_edf_count=192
export IMPL_initCoreUtil_pct=51.3
export IMPL_yosys_stat_seqShare_pct=63.9
export IMPL_die_area_um2=20800
export IMPL_final_cell_area_um2=12800
export IMPL_power_uw=786
export IMPL_grt_pass1_vias=6627
export IMPL_worst_hold_slack_ns=0.519
export IMPL_rows=51
export IMPL_warnings=57
export IMPL_antenna_left=0
export IMPL_cts_resized_gates=0
export IMPL_intPower_uw=616
export IMPL_drive_gt1_share_pct=11.6
export IMPL_min_path_type="reg -> reg"
export IMPL_portBuffers=171
export IMPL_grt_pass1_wl_um=32900
export IMPL_placed_cell_area_um2=12100
export IMPL_maxCapViolations=0
export IMPL_worst_ep_arrival_time_ns=8.83
export IMPL_synth_distinct_cells=37
export IMPL_end_kind="flop"
export IMPL_worstMarginPinSlew_ns=0.810
export IMPL_yosysChipArea_um2=10100
export IMPL_holdBufCountCts=0
export IMPL_gr_usage_all_layers_pct=22.2
export IMPL_p_leak_uw=0.00465
export IMPL_final_cell_mix="192 x edfxtp_1, 170 x clkdlybuf4s50_1, 136 x a21oi_1"
export IMPL_sequentialPowerShare_pct=52.0
export IMPL_combPwrFrac_pct=9.3
export IMPL_path_clk_slew_ns=0.05
export IMPL_drc=0
export IMPL_grt_max_degree=91
export IMPL_fin_setup_tns_ns=0
export IMPL_yosys_register_bits=226
export IMPL_synthCells=885
export IMPL_layout_top_cell="edfxtp_1"
export IMPL_ys_cells=885
export IMPL_wirelength_um=20400
export IMPL_vdd_drop_max_mv=0.0491
export IMPL_chipWidth_um=144
export IMPL_crit_fanout=17
export IMPL_required_ns=26.58
export IMPL_clkPwrFrac_pct=38.7
export IMPL_r2r_cells=11
export IMPL_synthToLayoutAreaGrowth_pct=27.0
export IMPL_dp_hpwl_um=12800
export IMPL_critPathLaunchType="primary input"
## metrics by stage
step / util (%) / std cells
2_1_floorplan: - / 885
3_3_place_gp: 61.5 / 1292
3_5_place_dp: 61.5 / 1292
4_1_cts: 65.2 / 1331
5_1_grt: 65.2 / 1331
6_report: 65.2 / 1332
## worst max-delay path, stage by stage
cell	delay (ns)
clkdlybuf4s50_1	0.46
inv_1	0.04
ha_1	0.29
nand4_1	0.23
nor3_1	0.20
a2111o_1	0.48
or2_2	0.21
ha_1	0.22
ha_1	0.27
nand3_1	0.15
or2_1	0.27
or3_1	0.37
a2111oi_2	0.35
## layout make-up
| cell class | instances | area (µm²) |
|---|---|---|
| Inverter | 43 | 161 |
| Tap cell | 265 | 332 |
| Antenna cell | 1 | 2.50 |
| Multi-Input combinational cell | 576 | 3360 |
| Clock inverter | 13 | 140 |
| Clock buffer | 26 | 576 |
| Timing Repair Buffer | 182 | 1790 |
| Fill cell | 1548 | 6840 |
| Sequential cell | 226 | 6450 |
## layer usage
metal / vias to the layer above / share of wire [%] / track usage [%]
met5: - / 0.044 / 0.251
met4: 2 / 1.4 / 2.91
met1: 3255 / 42 / 33.5
met2: 173 / 49 / 35.1
li1: 3546 / - / -
met3: 17 / 7.0 / 7.08
## cells in the mapped netlist (3+ instances only)
| master | n | share of area (%) |
|---|---|---|
| a21o_1 | 4 | 0.30 |
| a21oi_1 | 136 | 6.7 |
| buf_1 | 7 | 0.26 |
| clkbuf_1 | 32 | 1.2 |
| dfxtp_1 | 34 | 6.7 |
| edfxtp_1 | 192 | 57 |
| ha_1 | 35 | 4.3 |
| inv_1 | 43 | 1.6 |
| nand2_1 | 70 | 2.6 |
| nand3_1 | 15 | 0.74 |
| nand4_1 | 15 | 0.93 |
| nand4_2 | 3 | 0.37 |
| nor2_1 | 72 | 2.7 |
| nor3_1 | 23 | 1.1 |
| nor4_1 | 18 | 1.1 |
| o21ai_0 | 69 | 3.4 |
| or2_2 | 65 | 4.0 |
| or3_1 | 3 | 0.19 |
| xnor2_1 | 20 | 1.7 |
| xor2_1 | 6 | 0.52 |
## registers in the layout, indices dropped and copies added (netlist names)
name,cells
div1,16
buffer_always,64
div_result,1
buffer_never,64
O_data,64
frame_state,1
div2,16
## path summary, 6_finish.rpt
| path | slack [ns] | endpoint | start |
|---|---|---|---|
| max in group clk0 | 18.57 | buffer_always[36]$_DFFE_PP_ | ctrl[6] |
| min reg2reg | 0.52 | div2[15]$_SDFF_PP0_ | div2[15]$_SDFF_PP0_ |
| max reg2reg | 22.89 | div2[14]$_SDFF_PP0_ | div1[13]$_SDFF_PN0_ |
| min | 0.52 | div2[15]$_SDFF_PP0_ | div2[15]$_SDFF_PP0_ |
| max | 17.75 | div2[14]$_SDFF_PP0_ | ctrl[53] |
| min in group clk0 | 0.64 | O_data[11]$_DFFE_PP_ | buffer_never[11]$_DFFE_PP_ |
## power by group through the flow
stage	sequential [µW]	clock (µW)	combinational [µW]
4_1_cts	409	314	74.1
5_1_grt	410	324	84.0
6_report	409	304	73.2
## cells by family (layout without fill, tap and decap cells)
logic type | after synthesis | count (layout) | share of synthesized area (%)
flip-flops | 226 | 226 | 63.9
adder cells (fa/ha/maj) | 35 | 35 | 4.34
XOR/XNOR | 26 | 26 | 2.26
AND-OR/OR-AND | 218 | 218 | 11.6
other | 0 | 1 | 0
buffers and inverters | 83 | 264 | 3.10
AND/OR/NAND/NOR | 297 | 297 | 14.8
Power figures rest on the tool's default switching activity, not on a simulated workload.
