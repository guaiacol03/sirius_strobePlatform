## run.sh

```bash
#!/bin/bash
# OpenROAD 26Q1-2900-gdf79404cd8, Yosys 0.63+post, stock flow scripts
make -C /OpenROAD-flow-scripts/flow DESIGN_CONFIG=/design/flow/config.mk WORK_HOME=/design/flow/orfs finish
```

## config.mk

```make
export PLATFORM = sky130hd
export DESIGN_NAME = rotary_orderScanner
export DESIGN_NICKNAME = rotary_orderScanner
export VERILOG_FILES = /design/flow/design.v
export SDC_FILE = /design/flow/constraint.sdc
export NUM_CORES = 4
export LEC_CHECK = 1
export CORE_UTILIZATION = 30
```

## constraint.sdc

```tcl
current_design rotary_orderScanner

set clk_period 9.7
set clk_io_pct 0.2

create_clock -name clk0 -period $clk_period [get_ports {clk}]

set non_clock_inputs [all_inputs -no_clocks]
set_input_delay [expr $clk_period * $clk_io_pct] -clock clk0 $non_clock_inputs
set_output_delay [expr $clk_period * $clk_io_pct] -clock clk0 [all_outputs]
```

## design.v

```verilog
module rotary_filter16 (
    input wire I,
    input wire clk,
    output reg ticked_o
);
    reg[15:0] time_l = 16'b0;
    reg[15:0] time_h = 16'b0;
    reg state = 1'b0;
    reg last_state = 1'b0;
    always @(posedge clk) begin
        if (I) begin
            time_l <= 16'b0;
            time_h <= time_h + (&time_h ? 16'b0 : 16'b1);
        end else begin
            time_l <= time_l + (&time_l ? 16'b0 : 16'b1);
            time_h <= 16'b0;
        end
        if (&time_h || &time_l) begin
            state <= &time_h;
        end
    end 
    always @(posedge clk) begin
        ticked_o <= (!state) && last_state;
        last_state <= state;
    end
endmodule
module rotary_orderScanner (
    input wire r_cw,
    input wire r_ccw,
    input wire clk,
    output reg o_cw,
    output reg o_ccw
);
    wire i_cw;
    rotary_filter16 f_cw (
        .I(r_cw),
        .clk(clk),
        .ticked_o(i_cw)
    );
    wire i_ccw;
    rotary_filter16 f_ccw (
        .I(r_ccw),
        .clk(clk),
        .ticked_o(i_ccw)
    );
    reg[21:0] last_timer = 22'b0;
    reg last_cw = 1'b0;
    reg last_begin = 1'b1;
    always @(posedge clk) begin
        if (i_cw || i_ccw) begin
            last_timer <= 22'hFFFFFF;
            last_cw <= i_cw;
            last_begin <= ~last_begin;
        end else begin
            if (|last_timer) begin
                last_timer <= last_timer - 22'b1;
            end else begin
                last_begin <= 1'b1;
            end
        end
        if (!last_begin) begin
            o_ccw <= last_cw && i_ccw;
            o_cw <= (!last_cw) && i_cw;
        end else begin
            o_cw <= 1'b0;
            o_ccw <= 1'b0;
        end
    end
endmodule
```

==> run_results.csv <==
group,metric,value,unit
pwr,leakagePower,1.59,nW
cts,clock_sinks,96,
place,gpl.final_weighted_congestion,0.893,
yosys,top_area_share,43.0,%
cts,clockBufferDepth,2,
cts,cts-root-buf,"clkbuf_16",
yosys,area_leaders,"dfxtp_1 (43%), xor2_1 (5.9%), nor2_1 (5.3%), xnor2_1 (3.3%), ha_1 (3.2%)",
yosys,most_common_cell,"dfxtp_1",
final_timing,slew_headroom,37.1,%
die,ios,5,
final_timing,tightestPinTransition,0.935,ns
detailed_routing,routed_wl,7540,um
die,die-area,14800,um2
cts,cts_resized,0,
final_timing,final-hold-violation-count,0,
setup_path,ff2ff_setup_slack,6.99,ns
yosys,yosysTopAreaCell,"dfxtp_1",
die,die_w,122,um
cts,worst_skew_pair.late_latency,0.34,ns
global_routing,grt_pass1_wl,13400,um
detailed_routing,viasPerCell,4.97,
place,pre_cts_ws,6.18,ns
setup_path,reg2reg_to,"f_ccw.time_h[6]$_SDFF_PN0_",
detailed_routing,ant_nets,0,
final_timing,rsz0062_at_grt,"no",
cts,clkTransAtPathRegs,0.06,ns
pwr,ir_drop,0.0000902,V
setup_path,path_delay_family,"buffers and inverters",
setup_path,ff2ff_path_depth,9,
global_routing,grt_pass1_vias,2925,
setup_path,worstPathRequired,9.97,ns
die,initCoreUtil,30.8,%
setup_path,crit_fanout,19,
yosys,ys_chip_area,4290,um2
final_layout,drive_above_1_share,5.61,%
final_timing,whs,0.372,ns
setup_path,path_class,"input pin to register",
setup_path,start_kind,"input pin",
setup_path,cp_slowest_cell,"clkdlybuf4s50_1",
final_timing,tns,0,ns
cts,cts_tree,"done",
detailed_routing,antenna-diode-count,0,
global_routing,antenna_found_initial,0,
global_routing,grt_max_degree,22,
yosys,ys_seq_share,45.8,%
final_timing,setup_violations,0,
yosys,synthCells,477,
yosys,edf_count,4,
final_timing,drv_slew,0,
final_timing,max_freq,316,MHz
setup_path,cp.depth,3,
final_timing,fin_ws,6.54,ns
flow_run,warning_count,27,
final_layout,area_growth,11.9,%
final_timing,period_minus_slack,3.16,ns
global_routing,grt_overflow,0,
detailed_routing,route.detailed.drc,0,
setup_path,endpoint,"f_ccw.time_h[14]$_SDFF_PN0_",
pwr,power,0.779,mW
yosys,yosys_warnings,3,
setup_path,crit_chain,"clkdlybuf4s50_1 -> inv_1 -> a21oi_1",
yosys,synth-main-ff-cell,"dfxtp_1",
global_routing,track_usage,11.2,%
yosys,ys.flops,96,
yosys,syn_avg_cell_area,8.99,um2
pwr,powerDensity,162,nW/um2
setup_path,slowest_delay,0.87,ns
yosys,common_cells,"dfxtp_1 (92), nor2_1 (61), xor2_1 (29), nand2_1 (25), nand3_1 (23)",
cts,cts_setup_buffers,0,
flow_run,max-cap-violations,0,
yosys,ys_cells,477,
final_layout,fillers,1351,
final_timing,fin_worst_skew,0.00689,ns
min_path,hold_class,"register to register",
die,core-area,13900,um2
die,fp-row-count,43,
setup_path,cp.buffers_inverters,2,
detailed_routing,wire_per_inst,11.4,um
status,status,"complete, no violations",
setup_path,critPathLaunch,"r_ccw",
detailed_routing,vias,3287,
setup_path,cp-end-kind,"register",
yosys,async_flop_share,0,%
die,die_h,122,um
final_timing,finalClockPeriodUsage,32.6,%
setup_path,reg2reg_from,"f_ccw.time_h[7]$_SDFF_PN0_",
detailed_routing,dr.pass1.iters,4,
yosys,syn_area,4290,um2
cts,numCtsBuffers,9,
yosys,synth_cell_types,48,
place,portBuffers,4,
cts,htree_levels,3,
detailed_routing,drtIter0Drc,263,
place,dp_hpwl,4970,um
setup_path,worstPathArrival,3.43,ns
cts,postCtsHoldBufs,0,
## per-stage QoR
step,std cells,area (um2),utilization [%]
final,661,4800,34.4
after global routing,661,4800,34.4
after CTS,661,4800,34.4
after detailed placement,645,4490,32.2
after global placement,645,4490,32.2
after floorplan,477,4290,-
## where the power goes
part	leakage, nW	switching, mW	internal, mW
registers	0.784	0.00375	0.401
logic	0.657	0.00874	0.00620
clock network	0.154	0.145	0.215
total	1.59	0.157	0.621
## cells in the final DEF (no fill, tap or decap), drive strengths merged, types with 6 or more instances in the layout
cell,netlist,routed
clkbuf,13,12
and4,11,11
a21oi,15,15
xnor2,16,16
ha,11,11
mux2i,7,7
and2,14,14
dfxtp,92,92
xor2,29,29
inv,16,18
or3,18,18
nand3,23,23
nor2b,6,6
nor2,61,61
nand2,25,25
or4,11,11
o21ai,17,17
nand4,22,22
nor3,14,14
nor4,14,14
## metal layers
layer	GRT usage, %	routed length, um
met3	2.48	279
met4	1.62	127
met2	16.9	3250
met1	17.1	3880
met5	0	0
## sequential cells by signal (all words and copies together), names as in the netlist
| signal | flops |
|---|---|
| f_ccw.last_state | 1 |
| f_ccw.state | 1 |
| f_ccw.ticked_o | 1 |
| f_ccw.time_h | 16 |
| f_ccw.time_l | 16 |
| f_cw.last_state | 1 |
| f_cw.state | 1 |
| f_cw.ticked_o | 1 |
| f_cw.time_h | 16 |
| f_cw.time_l | 16 |
| last_begin | 1 |
| last_cw | 1 |
| last_timer | 22 |
| o_ccw | 1 |
| o_cw | 1 |
## layout make-up
cell class / instances / area [um2] / area share [%]
Multi-Input combinational cell: 347 / 2190 / 45.6
Sequential cell: 96 / 1960 / 40.9
Clock buffer: 12 / 256 / 5.35
Tap cell: 180 / 225 / 4.70
Inverter: 16 / 60.1 / 1.25
Timing Repair Buffer: 6 / 55.1 / 1.15
Clock inverter: 4 / 50.0 / 1.04
## how the worst min path moves through the flow
| stage | slack (ns) | cells past startpoint | start | end |
|---|---|---|---|---|
| global route | 0.40 | 0 | f_cw.state$_DFFE_PP_ | f_cw.last_state$_DFF_P_ |
| CTS | 0.38 | 0 | f_cw.state$_DFFE_PP_ | f_cw.last_state$_DFF_P_ |
| finish | 0.37 | 0 | f_cw.state$_DFFE_PP_ | f_cw.last_state$_DFF_P_ |
## cell families (layout without fill, tap and decap cells)
group | after synthesis | count (layout) | synth area share (%)
AND-OR/OR-AND | 54 | 54 | 8.00
buffers and inverters | 34 | 38 | 3.21
flip-flops | 96 | 96 | 45.8
XOR/XNOR | 45 | 45 | 9.19
adder cells (fa/ha/maj) | 11 | 11 | 3.21
multiplexers | 7 | 7 | 1.63
AND/OR/NAND/NOR | 230 | 230 | 29.0
Power and IR drop assume default switching activity.
